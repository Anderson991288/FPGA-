==> flow/config.mk <==
export PLATFORM = sky130hd
export DESIGN_NAME = clk_down
export DESIGN_NICKNAME = clk_down
export VERILOG_FILES = /design/flow/design.v
export SDC_FILE = /design/flow/constraint.sdc
export NUM_CORES = 4
export LEC_CHECK = 1
export CORE_AREA = 10 10 109 109
export DIE_AREA = 0 0 119 119
==> flow/constraint.sdc <==
current_design clk_down

set clk_period 3.6
set clk_io_pct 0.2

create_clock -name clk0 -period $clk_period [get_ports {clk}]

set non_clock_inputs [all_inputs -no_clocks]
set_input_delay [expr $clk_period * $clk_io_pct] -clock clk0 $non_clock_inputs
set_output_delay [expr $clk_period * $clk_io_pct] -clock clk0 [all_outputs]
==> flow/design.v <==
module clk_down(clk, clko);
parameter freq = 1;
parameter div = 50000000/freq;
parameter half = div/2;
input clk;
output clko;
reg clko;
reg [31:0] cnt=0;
always@(posedge clk) begin
if(cnt<=half) begin
	clko <= 1'b1;
	cnt <= cnt + 1'b1;
	end
else if(cnt<=div) begin
	clko <= 1'b0;
	cnt <= cnt + 1'b1;
	end
else begin
	clko <= 1'b1;
	cnt <= 0;
	end
end
endmodule
==> flow/run.sh <==
#!/bin/bash
# OpenROAD 26Q1-2900-gdf79404cd8, Yosys 0.63+post, stock flow scripts
make -C /OpenROAD-flow-scripts/flow DESIGN_CONFIG=/design/flow/config.mk WORK_HOME=/design/flow/orfs finish
==> flow_metrics.py <==
# Auto-generated metrics
metrics = {
    "run_status": {
        "outcome": "finished, final reports clean",
    },
    "sta": {
        "setup_tns_ns": 0,
        "clock_skew_ns": 0.00416,
        "worst_slew_pin_slew_ns": 0.728,
        "slew_headroom_pct": 51.0,
        "final-max-slew-violation-count": 0,
        "min_period_ns": 2.20,
        "setup_violations": 0,
        "grt_setup_unrepaired": "no",
        "fmax_mhz": 454,
        "period_used_pct": 61.2,
        "hold_viol": 0,
    },
    "floorplan": {
        "core_area_sq_mm": 0.00964,
        "io_pins": 2,
        "die_width_um": 119,
        "rows": 36,
        "die_h_um": 119,
        "fp_util_pct": 16.7,
        "dieArea_sq_mm": 0.0142,
    },
    "placement": {
        "numPortBuffers": 1,
        "place_congestion": 0.890,
        "post-dp-hpwl_um": 2010,
        "placedCellCount": 308,
    },
    "setup_path": {
        "crit_start": "cnt[15]",
        "cp_common_cell": "a211oi_1",
        "crit_fanout": 18,
        "worstSetupEndpointType": "flip-flop",
        "r2r-start": "cnt[15]",
        "path_class": "flip-flop to flip-flop",
        "crit_required_ns": 3.77,
        "path_cells": "nand4_1 > a211oi_1 > a211oi_1 > a41oi_4 > buf_4 > nor2_2",
        "path_buffers": 1,
        "startpoint_type": "flip-flop",
        "cp.arrival_ns": 2.37,
        "critPathMaxStageDelay_ns": 0.63,
        "cp_top_family": "AND-OR/OR-AND gates",
        "slowest_stage": "a41oi_4",
    },
    "pwr": {
        "peakVddDrop_mv": 0.210,
        "leakagePower_nw": 0.513,
        "p_per_area_mw_per_mm2": 349,
    },
    "detailed_routing": {
        "wl_per_cell_um": 9.12,
        "vias": 1188,
        "post_drt_via_cell_ratio": 3.77,
        "dr.pass1.iters": 4,
        "drc_errors": 0,
        "ant_nets": 0,
        "drt_wl_total_um": 2870,
        "drtIter0Drc": 94,
        "antenna_cells": 0,
    },
    "global_route": {
        "grt_overflow": 0,
        "grt_first_pass_wirelength_um": 5240,
        "grt_max_degree": 19,
        "antenna_found_initial": 0,
        "grt_util_all_layers_pct": 4.23,
        "grt_pass1_vias": 1109,
    },
    "logic_synthesis": {
        "async_flop_share_pct": 0,
        "synth_area_sq_mm": 0.00161,
        "yosysTopAreaCell": "dfxtp_1",
        "ys.flops": 33,
        "edf_count": 0,
        "ys_cells": 176,
        "ys_types": 33,
        "yosysWarnings": 1,
        "top_cell_area_share_pct": 41.0,
        "yosys_area_sq_mm": 0.00161,
        "syn_avg_cell_area_sq_um": 9.16,
        "topCellsByArea": "dfxtp_1 41%, nor2_2 7.8%, xnor2_1 6.5%",
        "synthCells": 176,
        "flop_cell": "dfxtp_1",
        "ys_seq_share_pct": 41.0,
    },
    "clocking": {
        "cts.sinks": 33,
        "h-tree-depth": 2,
        "clk_latency_ns": 0.28,
        "postCtsSetupBuffers": 0,
        "cts_hold_buffers": 0,
        "cts_tree": "yes",
        "cts-buffers-inserted": 5,
        "cts-root-buf": "clkbuf_8",
        "cts.path.max_buffers": 2,
        "path_clk_slew_ns": 0.06,
        "cts_resized": 0,
    },
    "hold_path": {
        "min_path_type": "flip-flop to flip-flop",
        "hp-start": "cnt[0]",
    },
    "run": {
        "warnings": 26,
        "cap_violations": 0,
    },
    "finish": {
        "drive_above_1_share_pct": 17.6,
        "instances_no_fill": 315,
        "area_growth_pct": 14.3,
    },
}
## cells by family (layout without fill, tap and decap cells)
family	Yosys count	in the layout	share of synthesized area (%)
flip-flops	33	33	41.0
AND/OR/NAND/NOR	98	98	35.7
other	1	6	0.233
XOR/XNOR	24	24	13.0
buffers and inverters	12	13	4.58
AND-OR/OR-AND	6	6	3.88
adder cells (fa/ha/maj)	2	2	1.55
## metal layers
| layer | wire, um | global-route usage (%) | up-vias |
|---|---|---|---|
| li1 | - | - | 615 |
| met1 | 1420 | 6.51 | 537 |
| met2 | 1190 | 5.84 | 29 |
| met3 | 193 | 1.06 | 7 |
| met4 | 74 | 0.840 | 0 |
| met5 | 0 | 0 | - |
## cells in the final DEF, fill, tap and decap left out, types with 2 or more instances in the layout
master    instances
nor3_1            6
nor4_1            7
ha_1              2
and4_1            4
nor2_2           20
xor2_1           12
nor2_1           15
conb_1            6
nand2_1           8
dfxtp_1          33
clkbuf_8          6
xnor2_1          12
nand3_1          13
nand4_1          12
inv_1             4
a211oi_1          2
and3_1            4
## worst paths after layout
kind | slack [ns] | depth (start not counted) | to
worst max-delay path | 1.40 | 6 | cnt[16]
worst min-delay path | 0.50 | 1 | cnt[0]
worst max register to register | 1.40 | 6 | cnt[16]
worst min register to register | 0.50 | 1 | cnt[0]
## state kept, by name, summed over array words and instances (netlist names)
| name | flops |
|---|---|
| cnt | 32 |
| clko | 1 |
## Yosys cell counts, types with 3 or more instances
cell,n
dfxtp_1,33
xor2_1,12
nor3_1,6
xnor2_1,12
inv_1,4
and4_1,4
nor4_1,7
nor2_2,20
nand2_1,8
nor2_1,15
buf_6,3
nand4_1,12
nand3_1,13
and3_1,4
## where the power goes
| part | internal, W | switching (W) |
|---|---|---|
| combinational | 0.00000137 | 0.00000308 |
| sequential | 0.000369 | 0.000000968 |
| clock | 0.000151 | 0.000117 |
## through the flow
stage	hold WS (ns)	cell area, sq um	total power [W]	worst slack (ns)	utilization, %
final	0.499	1840	0.000643	1.40	19.1
after global routing	0.547	1840	0.000671	1.19	19.1
after CTS	0.504	1840	0.000653	1.40	19.1
after detailed placement	0.489	1760	0.000383	1.43	18.2
after global placement	0.488	1760	0.000382	1.41	18.2
after floorplan	0.458	1630	0.000382	1.78	-
## layout make-up
type / count / area, sq um
Tap cell: 133 / 166
Fill cell: 1092 / 7800
Timing Repair Buffer: 2 / 17.5
Clock buffer: 7 / 86.3
Multi-Input combinational cell: 136 / 896
Sequential cell: 33 / 661
Inverter: 4 / 15.0
Power figures rest on the tool's default switching activity, not on a simulated workload.
